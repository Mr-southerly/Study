**run.sh**
```bash
#!/bin/bash
# OpenROAD 26Q1-2900-gdf79404cd8, Yosys 0.63+post, stock flow scripts
make -C /OpenROAD-flow-scripts/flow DESIGN_CONFIG=/design/flow/config.mk WORK_HOME=/design/flow/orfs finish
```
**config.mk**
```make
export PLATFORM = sky130hd
export DESIGN_NAME = lcd_1602_driver
export DESIGN_NICKNAME = lcd_1602_driver
export VERILOG_FILES = /design/flow/design.v
export SDC_FILE = /design/flow/constraint.sdc
export NUM_CORES = 4
export LEC_CHECK = 1
export CORE_AREA = 10 10 149 149
export DIE_AREA = 0 0 159 159
```
**constraint.sdc**
```tcl
current_design lcd_1602_driver

set clk_period 3.8
set clk_io_pct 0.2

create_clock -name clk0 -period $clk_period [get_ports {clk}]

set non_clock_inputs [all_inputs -no_clocks]
set_input_delay [expr $clk_period * $clk_io_pct] -clock clk0 $non_clock_inputs
set_output_delay [expr $clk_period * $clk_io_pct] -clock clk0 [all_outputs]
```
**design.v**
```verilog
module lcd_1602_driver (
				clk,
				rst_n,
				lcd_en,
				lcd_rw,
				lcd_rs,
				lcd_data,
				start_show,
				row_1,
				row_2,
				no_busy
				);
input			clk;
input			rst_n;
input			start_show;
output			lcd_en;
output			lcd_rw;
output			lcd_rs;
output	[7:0]	lcd_data;
input	[127:0]	row_1;
input	[127:0]	row_2;
output			no_busy;
wire			clk;
wire			rst_n;
reg				lcd_en;
wire			lcd_rw;
reg		[7:0]	lcd_data;
reg				lcd_rs;
reg		[5:0]	c_state;
reg		[5:0]	n_state;
wire			lcd_en_pre;
wire			lcd_en_wire;
reg				lcd_en_wire_ff1;
reg				lcd_en_wire_ff2;
reg				lcd_en_wire_ff3;
reg				start_flag;
reg				no_busy;
wire	[127:0]	row_1;
wire	[127:0]	row_2;
parameter TIME_20MS = 1000_000;   
parameter TIME_500HZ = 100_000;
parameter	IDLE = 8'h00;
parameter	SET_FUNCTION = 8'h01;
parameter	DISP_OFF = 8'h02;
parameter	DISP_CLEAR = 8'h03;
parameter	ENTRY_MODE = 8'h04;
parameter	DISP_ON = 8'h05;
parameter	ROW1_ADDR = 8'h06;
parameter	ROW1_0 = 8'h07;
parameter	ROW1_1 = 8'h08;
parameter	ROW1_2 = 8'h09;
parameter	ROW1_3 = 8'h0A;
parameter	ROW1_4 = 8'h0B;
parameter	ROW1_5 = 8'h0C;
parameter	ROW1_6 = 8'h0D;
parameter	ROW1_7 = 8'h0E;
parameter	ROW1_8 = 8'h0F;
parameter	ROW1_9 = 8'h10;
parameter	ROW1_A = 8'h11;
parameter	ROW1_B = 8'h12;
parameter	ROW1_C = 8'h13;
parameter	ROW1_D = 8'h14;
parameter	ROW1_E = 8'h15;
parameter	ROW1_F = 8'h16;
parameter	ROW2_ADDR = 8'h17;
parameter	ROW2_0 = 8'h18;
parameter	ROW2_1 = 8'h19;
parameter	ROW2_2 = 8'h1A;
parameter	ROW2_3 = 8'h1B;
parameter	ROW2_4 = 8'h1C;
parameter	ROW2_5 = 8'h1D;
parameter	ROW2_6 = 8'h1E;
parameter	ROW2_7 = 8'h1F;
parameter	ROW2_8 = 8'h20;
parameter	ROW2_9 = 8'h21;
parameter	ROW2_A = 8'h22;
parameter	ROW2_B = 8'h23;
parameter	ROW2_C = 8'h24;
parameter	ROW2_D = 8'h25;
parameter	ROW2_E = 8'h26;
parameter	ROW2_F = 8'h27;
parameter	SHOW_END = 8'h28;
reg		[19:0]	cnt_20ms;
always @(posedge clk or negedge rst_n) begin
	if(rst_n == 1'b0) begin
		cnt_20ms <= 0;
	end
	else if(cnt_20ms == TIME_20MS - 1) begin
		cnt_20ms <= cnt_20ms;
	end
	else
		cnt_20ms <= cnt_20ms + 1;
end
wire	delay_done = (cnt_20ms == TIME_20MS - 1) ? 1'b1 : 1'b0;
reg		[19:0]	cnt_500hz;
always	@(posedge clk or negedge rst_n) begin
	if(rst_n == 1'b0) begin
		cnt_500hz <= 0;
	end
	else if(delay_done == 1) begin
		if(cnt_500hz == TIME_500HZ - 1)
			cnt_500hz <= 0;
		else
			cnt_500hz <= cnt_500hz + 1;
	end
	else
		cnt_500hz <= 0;
end
assign lcd_en_pre = (cnt_500hz > (TIME_500HZ - 1)/2) ? 1'b0 : 1'b1;
assign lcd_en_wire = (c_state != SHOW_END) & lcd_en_pre;
assign write_flag = (cnt_500hz == TIME_500HZ - 1) ? 1'b1 : 1'b0;
always @(posedge clk or negedge rst_n) begin
	if(rst_n == 1'b0) begin
		lcd_en <= 1'b0;
		lcd_en_wire_ff1 <= 1'b0;
		lcd_en_wire_ff2 <= 1'b0;
		lcd_en_wire_ff3 <= 1'b0;
	end
	else begin
		lcd_en <= lcd_en_wire_ff3;
		lcd_en_wire_ff1 <= lcd_en_wire;
		lcd_en_wire_ff2 <= lcd_en_wire_ff1;
		lcd_en_wire_ff3 <= lcd_en_wire_ff2;
	end
end
always @(posedge clk or negedge rst_n) begin
	if(rst_n == 1'b0) begin
		no_busy <= 1'b0;
	end
	else begin
		if(c_state == SHOW_END) begin
			no_busy <= 1'b1;
		end
		else begin
			no_busy <= 1'b0;
		end
	end
end
always @(posedge clk or negedge rst_n) begin
	if(rst_n == 1'b0) begin
		start_flag <= 1'b0;
	end
	else begin
		if(shart_show) begin
			start_flag <= 1'b1;
		end
		else if(write_flag == 1) begin
			start_flag <= 1'b0;
		end
	end
end
always @(posedge clk or negedge rst_n) begin
	if(rst_n == 1'b0) begin
		c_state <= IDLE;
	end
	else if(write_flag == 1) begin
		if(start_flag == 1'b1) begin
			c_state <= ROW1_ADDR;
		end
		else if(c_state == SHOW_END) begin
			c_state <= n_state;
		end
	end
	else begin
		c_state <= c_state;
	end
end
always @(*) begin
	case(c_state)
		IDLE: n_state = SET_FUNCTION;
		SET_FUNCTION: n_state = DISP_OFF;
		DISP_OFF: n_state = DISP_CLEAR;
		DISP_CLEAR: n_state = ENTRY_MODE;
		ENTRY_MODE: n_state = DISP_ON;
		DISP_ON: n_state = ROW1_ADDR;
		ROW1_ADDR: n_state = ROW1_0;
		ROW1_0: n_state = ROW1_1;
		ROW1_1: n_state = ROW1_2;
		ROW1_2: n_state = ROW1_3;
		ROW1_3: n_state = ROW1_4;
		ROW1_4: n_state = ROW1_5;
		ROW1_5: n_state = ROW1_6;
		ROW1_6: n_state = ROW1_7;
		ROW1_7: n_state = ROW1_8;
		ROW1_8: n_state = ROW1_9;
		ROW1_9: n_state = ROW1_A;
		ROW1_A: n_state = ROW1_B;
		ROW1_B: n_state = ROW1_C;
		ROW1_C: n_state = ROW1_D;
		ROW1_D: n_state = ROW1_E;
		ROW1_E: n_state = ROW1_F;		
		ROW1_F: n_state = ROW2_ADDR;
		ROW2_ADDR: n_state = ROW2_0;
		ROW2_0: n_state = ROW2_1;
		ROW2_1: n_state = ROW2_2;
		ROW2_2: n_state = ROW2_3;
		ROW2_3: n_state = ROW2_4;
		ROW2_4: n_state = ROW2_5;
		ROW2_5: n_state = ROW2_6;
		ROW2_6: n_state = ROW2_7;
		ROW2_7: n_state = ROW2_8;
		ROW2_8: n_state = ROW2_9;
		ROW2_9: n_state = ROW2_A;
		ROW2_A: n_state = ROW2_B;
		ROW2_B: n_state = ROW2_C;
		ROW2_C: n_state = ROW2_D;
		ROW2_D: n_state = ROW2_E;
		ROW2_E: n_state = ROW2_F;		
		ROW2_F: n_state = SHOW_END;		
		default: n_state = SHOW_END;
	endcase
end
assign lcd_rw = 0;
always @(posedge clk or negedge rst_n) begin
	if(rst_n == 1'b0) begin
		lcd_rs <= 0;
	end
	else if(write_flag == 1) begin
		if((n_state == SET_FUNCTION) || (n_state == DISP_OFF)||
			(n_state == DISP_CLEAR) || (n_state == ENTRY_MODE) ||
			(n_state == DISP_ON) || (n_state ==ROW1_ADDR) ||
			(n_state == ROW2_ADDR)) begin
			lcd_rs <= 0;
		end
		else if(start_flag) begin
			lcd_rs <= 0;
		end
		else begin
			lcd_rs <= 1;
		end
	end
	else begin
		lcd_rs <= lcd_rs;
	end
end
always @(posedge clk or negedge rst_n) begin
	if(rst_n == 1'b0) begin
		lcd_data <= 0;	
	end
	else if(write_flag) begin
		if(start_flag) begin
			lcd_data <= 8'h80;
		end
		else begin
			case(n_state)
				IDLE: lcd_data <= 8'hxx;
				SET_FUNCTION: lcd_data <= 8'h38;   
				DISP_OFF: lcd_data <= 8'h08;
				DISP_CLEAR: lcd_data <= 8'h01;
				ENTRY_MODE: lcd_data <= 8'h06;
				DISP_ON: lcd_data <= 8'h0c;
				ROW1_ADDR: lcd_data <= 8'h80;  
				ROW1_0: lcd_data <= ROW_1 [127:120];
				ROW1_1: lcd_data <= ROW_1 [119:112];
				ROW1_2: lcd_data <= ROW_1 [111:104];
				ROW1_3: lcd_data <= ROW_1 [103:96];
				ROW1_4: lcd_data <= ROW_1 [95:88];
				ROW1_5: lcd_data <= ROW_1 [87:80];
				ROW1_6: lcd_data <= ROW_1 [79:72];
				ROW1_7: lcd_data <= ROW_1 [71:64];
				ROW1_8: lcd_data <= ROW_1 [63:56];
				ROW1_9: lcd_data <= ROW_1 [55:48];
				ROW1_A: lcd_data <= ROW_1 [47:40];
				ROW1_B: lcd_data <= ROW_1 [39:32];
				ROW1_C: lcd_data <= ROW_1 [31:24];
				ROW1_D: lcd_data <= ROW_1 [23:16];
				ROW1_E: lcd_data <= ROW_1 [15:8];
				ROW1_F: lcd_data <= ROW_1 [7:0];
				ROW2_ADDR: lcd_data <= 8'hc0;      
				ROW2_0: lcd_data <= ROW_2 [127:120];
				ROW2_1: lcd_data <= ROW_2 [119:112];
				ROW2_2: lcd_data <= ROW_2 [111:104];
				ROW2_3: lcd_data <= ROW_2 [103:96];
				ROW2_4: lcd_data <= ROW_2 [95:88];
				ROW2_5: lcd_data <= ROW_2 [87:80];
				ROW2_6: lcd_data <= ROW_2 [79:72];
				ROW2_7: lcd_data <= ROW_2 [71:64];
				ROW2_8: lcd_data <= ROW_2 [63:56];
				ROW2_9: lcd_data <= ROW_2 [55:48];
				ROW2_A: lcd_data <= ROW_2 [47:40];
				ROW2_B: lcd_data <= ROW_2 [39:32];
				ROW2_C: lcd_data <= ROW_2 [31:24];
				ROW2_D: lcd_data <= ROW_2 [23:16];
				ROW2_E: lcd_data <= ROW_2 [15:8];
				ROW2_F: lcd_data <= ROW_2 [7:0];
			endcase
		end
	end
	else begin
		lcd_data <= lcd_data;
	end
end
endmodule
```
==> impl_metrics.toml <==
# flow metrics
[run_status]
status = "finished, final reports clean"

[global_routing]
grt_pass1_wl_mm = 9.53
grt_usage_pct = 4.35
grt_pass1_vias = 1996
grt_start_max_net_pins = 60
grt_overflow = 0
antenna_found_initial = 0

[placement]
gp_congestion = 0.824
place_hpwl_mm = 3.54
port_buffers = 12

[drt]
remaining_drc_errors = 0
viasPerCell = 3.61
diodes = 0
first_iter_violations = 105
routed_wl_mm = 5.49
routedWlPerCell_um = 9.92
dr.pass1.iters = 4
drtAntennaViolNets = 0
via_count = 1997

[sta]
holdWs_ps = 342
hold_violations = 0
finClkSkew_ps = 6.98
fin_crit_ps = 2550
tightest_slew_ps = 739
report.final.slew_viol_count = 0
finalSetupTns_ps = 0
slew_headroom_pct = 50.7
rsz0062_at_grt = "no"
post-route-period-util_pct = 67.1
finalSetupViolCount = 0
fmax_mhz = 392

[cells_and_area]
area_growth_pct = 23.7
drive_gt1_share_pct = 10.2
mostFrequentLayoutCell = "dfrtp_1"
fillers = 2025
fin_util_pct = 18.7
logic_area_mm2 = 0.00129
final_cell_mix = "dfrtp_1 (59), nor2_1 (30), nand2_1 (27), xor2_1 (20), nand4_1 (15)"
regArea_mm2 = 0.00148

[synthesis]
synth_seq_share_pct = 51.9
top_area_share_pct = 51.9
synth_area_mm2 = 0.00285
largest_area_cell = "dfrtp_1"
syn_avg_cell_area_um2 = 10.3
yosysWarnings = 38
synth_stat.cells = 276
ys_ff = 59
synth.distinct_cells = 42
async_flop_share_pct = 100
yosys-top-cells-area = "dfrtp_1 (52%), xor2_1 (6.2%), xnor2_1 (4.3%), nor2_1 (4.0%), nand2_1 (3.6%)"
ys_chip_area_mm2 = 0.00285
synth_top_flop_cell = "dfrtp_1"
synthCells = 276
edf_count = 0

[worst_setup_path]
cp_slowest_cell = "or4_1"
cp.required_ps = 3970
end_kind = "register"
cp-start-kind = "register"
critPathMaxFanout = 20
cp_cell_sequence = "ha_1 > nand4_1 > nor4_1 > and2_1 > or4_1 > nor2_1"
r2r_slack_ps = 1250
criticalPathCategory = "register to register"
critPathMaxStageDelay_ps = 600
arrival_ps = 2720

[floorplan]
initCoreUtil_pct = 15.1
fp.dieW_um = 159
core-area_mm2 = 0.0188
chipArea_mm2 = 0.0253
io_pins = 271
die_h_um = 159
num_rows = 50

[clock_tree]
cts_resized = 0
worstSkewPairLatency_ps = 320
htree_levels = 3
cts.sinks = 59
cts_root_buf = "clkbuf_16"
cts_tree = "done"
postCtsSetupBuffers = 0
clock_path_buffers = 2
ctsHoldBuffers = 0
cts_buffers = 9
clkSlewWorstSetupHoldPaths_ps = 50

[run]
warnings = 284
drv_cap = 0

[power]
leakage_nw = 1.42
peakVddDrop_v = 0.000190
p_per_area_mw_per_mm2 = 399

[min_path]
hp-class = "register to register"
synth_stat cells (all sizes together), types with 2 or more instances:
cell type / count
a211oi: 2
a21oi: 4
and2: 3
and3: 10
and4: 5
buf: 8
clkbuf: 3
dfrtp: 59
ha: 5
inv: 6
mux2: 7
nand2: 27
nand2b: 5
nand3: 9
nand4: 15
nor2: 30
nor2b: 2
nor3: 6
nor4: 7
nor4b: 2
o21ai: 10
or2: 2
or3b: 2
xnor2: 14
xor2: 20
per-stage QoR:
| stage | power [W] | setup WS [ps] | std cells | cell area [µm²] |
|---|---|---|---|---|
| floorplan | 0.000641 | 1870 | 276 | 2850 |
| global placement | 0.000654 | 1320 | 538 | 3240 |
| detailed placement | 0.000654 | 1290 | 538 | 3240 |
| CTS | 0.00142 | 1240 | 553 | 3520 |
| global route | 0.00146 | 1060 | 553 | 3520 |
| finish | 0.00140 | 1250 | 553 | 3520 |
registers in the layout, indices dropped and copies added (netlist names):
name,cells
cnt_20ms,20
cnt_500hz,20
lcd_data,7
c_state,6
lcd_en,1
lcd_en_wire_ff1,1
lcd_en_wire_ff2,1
lcd_en_wire_ff3,1
lcd_rs,1
no_busy,1
worst paths after layout:
check                                 from             to  cells past startpoint
min reg2reg                lcd_en_wire_ff3         lcd_en                      0
max reg2reg                   cnt_500hz[0]  cnt_500hz[14]                      6
max in group asynchronous            rst_n    lcd_data[6]                      2
min                        lcd_en_wire_ff3         lcd_en                      0
max                           cnt_500hz[0]  cnt_500hz[14]                      6
min in group asynchronous            rst_n   cnt_20ms[17]                      2
power by group:
part / internal, W / total [W] / switching, W
registers: 0.000629 / 0.000629 / 0
clock network: 0.000500 / 0.000761 / 0.000262
logic: 0.00000103 / 0.0000131 / 0.0000121
total: 0.00113 / 0.00140 / 0.000274
layer usage:
layer / global-route usage (%) / wire length [µm] / up-vias
li1: - / - / 980
met4: 0.548 / 59 / 0
met3: 1.65 / 265 / 6
met5: 0 / 0 / -
met2: 6.26 / 2390 / 30
met1: 6.27 / 2770 / 981
cell type report:
type                    instances  share of cell area (%)
repair buffers                 13                    3.48
clock inverters                 5                    1.56
multi-input cells             200                    36.7
well taps                     260                    9.24
clock buffers                  10                    6.50
flip-flops and latches         59                    41.9
inverters                       6                   0.639
cells by family after synthesis:
group | synth area share (%)
simple gates | 24.9
compound gates | 4.88
buf+inv | 2.77
flops | 51.9
xor+xnor | 10.5
fa+ha+maj | 2.20
other cells | 0.132
mux | 2.77
worst max-delay path, delay by kind of cell, from the launching register on:
kind,cells,cell delay [ps]
DFF,1,430
and+or+nand+nor,5,1550
adders and majority gates,1,400
Power is estimated from default activity; no workload was simulated.
